[constraint.sdc]
current_design i2s_transmitter

set clk_period 3.3
set clk_io_pct 0.2

create_clock -name clk0 -period $clk_period [get_ports {clk48m}]

set non_clock_inputs [all_inputs -no_clocks]
set_input_delay [expr $clk_period * $clk_io_pct] -clock clk0 $non_clock_inputs
set_output_delay [expr $clk_period * $clk_io_pct] -clock clk0 [all_outputs]
[design.v]
module i2s_transmitter(
	input clk48m,
	input rst,
	input [15:0]signal,
	output mclk,
	output sclk,
	output lrclk,
	output dout
);
reg cur_mclk;
reg cur_sclk;
reg cur_lrclk;
reg cur_dout;
reg [128:0] counter;
reg [15:0] out_signal;
always @(posedge clk48m or posedge rst) begin
	if (rst) begin
		counter <= 0;
		cur_mclk <= 0;
		cur_sclk <= 0;
		cur_lrclk <= 0;
		cur_dout <= 0;
	end else begin
		if (counter[0] == 1'b0) begin
			cur_mclk <= ~cur_mclk;
		end
		if (counter[3:0] == 4'b0) begin
			if (cur_sclk == 1) begin
				cur_dout <= out_signal[15-counter[8:5]];
			end
			cur_sclk <= ~cur_sclk;
		end
		if (counter[8:0] == 9'b0) begin
			if (cur_lrclk == 1) begin
				out_signal <= {signal[15], signal[15], signal[15:2]};
			end
			cur_lrclk <= ~cur_lrclk;
		end
		counter <= counter + 1;
	end
end
assign mclk = cur_mclk;
assign sclk = cur_sclk;
assign lrclk = cur_lrclk;
assign dout = cur_dout;
endmodule
[config.mk]
export PLATFORM = sky130hd
export DESIGN_NAME = i2s_transmitter
export DESIGN_NICKNAME = i2s_transmitter
export VERILOG_FILES = /design/flow/design.v
export SDC_FILE = /design/flow/constraint.sdc
export NUM_CORES = 4
export LEC_CHECK = 1
export CORE_UTILIZATION = 30
[run.sh]
#!/bin/bash
# OpenROAD 26Q1-2900-gdf79404cd8, Yosys 0.63+post, stock flow scripts
make -C /OpenROAD-flow-scripts/flow DESIGN_CONFIG=/design/flow/config.mk WORK_HOME=/design/flow/orfs finish
==> PnR_summary.wiki <==
== Implementation results ==
{| class="wikitable"
! Metric !! Value
|-
| Result of the run || finished clean
|-
| Peak supply drop || 0.233 mV
|-
| Remaining Overflow, GRT || 0
|-
| Static leakage || 0.525 nW
|-
| Xor/xnor cell area share of the yosys netlist || 0.0776
|-
| Chip area line of the yosys report || 1130 um2
|-
| Placed cells || 143
|-
| Layout-stage area growth over the synthesis result || 24.9%
|-
| Number of inserted filler cells in the final layout || 334
|-
| Wirelength per Cell || 11.1 um
|-
| N_diodes || 0
|-
| Total length of routed wires || 1.63 mm
|-
| Final routed DRC violation total || 0
|-
| Synthesized cell area || 1130 um2
|-
| Pwr/cell area || 393 nW/um2
|-
| Total number of warnings across the stage logs || 28
|-
| Estimated wirelength of the detail-placed design || 1.15 mm
|-
| Worst min path class || flip-flop to flip-flop
|-
| Number of gates given a new drive strength after cts || 0
|-
| Worst hold path stage count || 1
|-
| Antenna violation net count after detailed routing || 0
|-
| Tightest slew margin relative to the limit || 0.665
|-
| Element type at the critical path end || flip-flop
|-
| Hold buffer count at cts || 0
|-
| Final setup violation count || 0
|-
| Reg2reg start || counter[0]$_DFF_PP0_
|-
| Count of standard-cell rows || 21
|-
| First DRT Iteration DRCs || 8
|-
| Worst path arrival time || 1860 ps
|-
| Via-to-Cell Ratio || 4.60
|-
| Multiplexer share || 0.0554
|-
| Insertion Delay late pin || 260 ps
|-
| Number of warnings reported in the yosys synthesis log || 1
|-
| Post-synthesis share of cell area spent on and, or, nand and nor gates || 0.121
|-
| Die Height || 63.3 um
|-
| Number of standard cells reported by yosys || 81
|-
| Clock sink count || 27
|-
| Share of layout cells above drive strength 1 || 0.0693
|-
| Reg2Reg Depth || 6
|-
| Post-route clock period utilization || 0.572
|-
| # Post-CTS Setup Buffers || 0
|-
| FF-to-FF End || out_signal[8]$_DFFE_PP_
|-
| Adder Area Share || 0.0222
|-
| Hold Crit Start || cur_mclk$_DFFE_PP0N_
|-
| Max frequency || 530 MHz
|-
| Post-layout util || 0.407
|-
| FF+latch count, synth || 27
|-
| Total die size || 4010 um2
|-
| Chip Width || 63.3 um
|-
| TritonCTS clock tree || built
|-
| Post-synthesis cell type count || 26
|-
| Largest net degree at the start of global routing || 15
|-
| Post-Route Skew || 2.58 ps
|-
| Total count of hold-check failures in the final report || 0
|-
| Worst-path maximum fanout || 14
|-
| Total via count after detailed routing || 676
|-
| AND-OR/OR-AND Cells, Area Fraction || 0.0322
|-
| Final non-filler cell total || 147
|-
| Unrepaired setup endpoints after global routing || false
|-
| Post-Syn Instances || 81
|-
| Number of global-route vias before repair || 643
|-
| Tmin final || 1890 ps
|-
| Dominant kind of combinational cell || simple AND/OR/NAND/NOR gates
|-
| Clock Tree Root || sky130_fd_sc_hd__clkbuf_8
|-
| Wire length of the first global-routing pass || 2.73 mm
|-
| Core ar. || 3470 um2
|-
| Num ports || 22
|-
| Sequential-to-total area share from yosys stat || 0.661
|-
| Slew Viols, Final || 0
|-
| Setup Crit Path Kind || flip-flop to flip-flop
|-
| Startpoint Class || flip-flop
|-
| Number of maximum-capacitance constraint violations || 0
|-
| Setup TNS || 0 ps
|-
| Total clock buffers created by CTS || 3
|-
| Total number of H-tree levels || 1
|-
| Number of antenna violations at the first check in global routing || 0
|-
| Combined global-route utilization of all metal layers || 0.0884
|-
| Per-instance average area after synthesis || 13.9 um2
|-
| Final GP Congestion || 0.764
|-
| Worst min-delay path endpoint || cur_mclk$_DFFE_PP0N_
|-
| CP required || 3270 ps
|-
| Minimum setup slack among reg-to-reg paths || 1410 ps
|-
| Initial DRT Pass Iterations || 2
|-
| Transition time of the tightest slew-check pin || 501 ps
|-
| Port bufs || 19
|-
| Maximum buffer depth of the clock tree || 2
|-
| Clock transition at the registers of the reported paths || 80 ps
|-
| FP Util || 0.325
|}
-- synth_stat cells --
cell type | n | area, um2
sky130_fd_sc_hd__nand2_1 | 4 | 15.0
sky130_fd_sc_hd__buf_4 | 2 | 15.0
sky130_fd_sc_hd__o311ai_1 | 1 | 8.76
sky130_fd_sc_hd__a31o_1 | 1 | 8.76
sky130_fd_sc_hd__nand4b_1 | 1 | 8.76
sky130_fd_sc_hd__nand3b_1 | 2 | 15.0
sky130_fd_sc_hd__xor2_1 | 3 | 26.3
sky130_fd_sc_hd__clkbuf_1 | 1 | 3.75
sky130_fd_sc_hd__nor4_1 | 1 | 6.26
sky130_fd_sc_hd__buf_2 | 1 | 5.00
sky130_fd_sc_hd__nor3_1 | 2 | 10.0
sky130_fd_sc_hd__and3_1 | 3 | 18.8
sky130_fd_sc_hd__nor3b_2 | 1 | 12.5
sky130_fd_sc_hd__xnor2_1 | 7 | 61.3
sky130_fd_sc_hd__dfrtp_1 | 13 | 325
sky130_fd_sc_hd__nand3_1 | 7 | 35.0
sky130_fd_sc_hd__a21oi_1 | 2 | 10.0
sky130_fd_sc_hd__o32ai_1 | 1 | 8.76
sky130_fd_sc_hd__nor3b_1 | 1 | 7.51
sky130_fd_sc_hd__edfxtp_1 | 14 | 420
sky130_fd_sc_hd__mux2i_1 | 4 | 40.0
sky130_fd_sc_hd__mux2_2 | 1 | 11.3
sky130_fd_sc_hd__inv_1 | 3 | 11.3
sky130_fd_sc_hd__mux2_1 | 1 | 11.3
sky130_fd_sc_hd__ha_1 | 2 | 25.0
sky130_fd_sc_hd__nor2_1 | 2 | 7.51
-- sequential cells by signal, indices dropped and copies added, names as in the netlist --
register	flops
cur_dout	1
cur_mclk	1
cur_lrclk	1
counter	9
out_signal	14
cur_sclk	1
-- power breakdown --
| group | internal [W] | switching [W] |
|---|---|---|
| sequential | 0.000354 | 0 |
| clock | 0.0000862 | 0.0000936 |
| combinational | 0.0000153 | 0.00000526 |
| total | 0.000456 | 0.0000989 |
-- stage by stage --
stage	hold slack [ps]	cell area (um2)	total power [W]	setup WS (ps)
global route	507	1410	0.000578	1240
CTS	473	1410	0.000560	1370
floorplan	416	1130	0.000364	770
global placement	453	1370	0.000382	1410
finish	469	1410	0.000555	1410
detailed placement	457	1370	0.000383	1380
-- critical path, stage by stage (launching register included) --
cell and delay, ps:
sky130_fd_sc_hd__dfrtp_1 440, sky130_fd_sc_hd__inv_1 90, sky130_fd_sc_hd__ha_1 150, sky130_fd_sc_hd__nor3b_2 310, sky130_fd_sc_hd__nand3_1 190, sky130_fd_sc_hd__nor3b_2 180, sky130_fd_sc_hd__buf_4 240
-- worst max path at each step --
stage	start	endpoint	slack [ps]	cells past startpoint
CTS	counter[0]$_DFF_PP0_	out_signal[7]$_DFFE_PP_	1370	6
global route	counter[0]$_DFF_PP0_	out_signal[11]$_DFFE_PP_	1240	6
finish	counter[0]$_DFF_PP0_	out_signal[8]$_DFFE_PP_	1410	6
-- cells in the final DEF (no fill, tap or decap), types with 3 or more instances in the layout --
master                            instances
sky130_fd_sc_hd__mux2i_1                  4
sky130_fd_sc_hd__and3_1                   3
sky130_fd_sc_hd__dfrtp_1                 13
sky130_fd_sc_hd__clkbuf_8                 3
sky130_fd_sc_hd__xor2_1                   3
sky130_fd_sc_hd__nand2_1                  4
sky130_fd_sc_hd__edfxtp_1                14
sky130_fd_sc_hd__xnor2_1                  7
sky130_fd_sc_hd__inv_1                    3
sky130_fd_sc_hd__clkdlybuf4s50_1         19
sky130_fd_sc_hd__nand3_1                  7
-- cells by family (layout without fill, tap and decap cells) --
logic type | Yosys count | in the layout
AND/OR/NAND/NOR | 24 | 24
flip-flops | 27 | 27
AND-OR/OR-AND | 5 | 5
multiplexers | 6 | 6
adder cells (fa/ha/maj) | 2 | 2
buffers and inverters | 7 | 27
XOR/XNOR | 10 | 10
-- layout make-up --
cell class              count  area (um2)  share of cell area
inverters                   3        11.3             0.00799
repair buffers             20         198               0.140
multi-input cells          47         353               0.250
flip-flops and latches     27         746               0.529
well taps                  46        57.6              0.0408
clock buffers               4        45.0              0.0319
-- per-layer routing --
metal | part of all wire | global-route usage
met5 | 0 | 0
met4 | 0.0055 | 0.0170
met3 | 0.044 | 0.0239
met2 | 0.48 | 0.133
met1 | 0.47 | 0.135
No activity file was given, so power comes from the tool's default toggle rates.
