==> /design/flow/design.v <==
module adsr(
	input clk48m,
	input rst,
	input trigger,
	input dehold,
	output [15:0] scale
);
reg [31:0]attack_clocks_latched = 32'd240;
reg [31:0]decay_clocks_latched = 32'd1920;
reg [15:0]sustain_scale_latched = 16'h8000;
reg [31:0]retain_clocks_latched = 32'd240;
reg [15:0]current_scale;
reg [15:0]counter;
reg [2:0]state;
always @(posedge clk48m or posedge rst) begin
	if (rst) begin
		attack_clocks_latched <= 32'd240;
		decay_clocks_latched <= 32'd1920;
		sustain_scale_latched <= 16'h8000;
		retain_clocks_latched <= 32'd240;
		current_scale <= 0;
		counter <= 0;
		state <= 0;
	end else begin
		if (trigger) begin
			state <= 3'b001;
			counter <= 0;
			current_scale <= 0;
		end else if (dehold) begin
			case (state)
			3'b001, 3'b010, 3'b011: begin
				state <= 3'b100;
				counter <= 0;
			end
			endcase
		end else begin
			case (state)
			3'b000: begin
				current_scale <= 0;
				counter <= 0;
			end
			3'b001: begin
				if (counter >= attack_clocks_latched) begin
					if (current_scale == 16'hffff) begin
						state <= 3'b010;
					end else begin
						current_scale <= current_scale + 1;
					end
					counter <= 0;
				end else begin
					counter <= counter + 1;
				end
			end
			3'b010: begin
				if (counter >= decay_clocks_latched) begin
					if (current_scale <= sustain_scale_latched) begin
						state <= 3'b011;
					end else begin
						current_scale <= current_scale - 1;
					end
					counter <= 0;
				end else begin
					counter <= counter + 1;
				end
			end
			3'b011: begin
				counter <= 0;
			end
			3'b100: begin
				if (counter >= retain_clocks_latched) begin
					if (current_scale == 0) begin
						state <= 3'b000;
					end else begin
						current_scale <= current_scale - 1;
					end
					counter <= 0;
				end else begin
					counter <= counter + 1;
				end
			end
			default: begin
				state <= 3'b000;
				counter <= 0;
			end
			endcase
		end
	end
end
assign scale = current_scale;
endmodule
==> /design/flow/run.sh <==
#!/bin/bash
# OpenROAD 26Q1-2900-gdf79404cd8, Yosys 0.63+post, stock flow scripts
make -C /OpenROAD-flow-scripts/flow DESIGN_CONFIG=/design/flow/config.mk WORK_HOME=/design/flow/orfs finish
==> /design/flow/config.mk <==
export PLATFORM = sky130hd
export DESIGN_NAME = adsr
export DESIGN_NICKNAME = adsr
export VERILOG_FILES = /design/flow/design.v
export SDC_FILE = /design/flow/constraint.sdc
export NUM_CORES = 4
export LEC_CHECK = 1
export CORE_UTILIZATION = 50
==> /design/flow/constraint.sdc <==
current_design adsr

set clk_period 5.0
set clk_io_pct 0.2

create_clock -name clk0 -period $clk_period [get_ports {clk48m}]

set non_clock_inputs [all_inputs -no_clocks]
set_input_delay [expr $clk_period * $clk_io_pct] -clock clk0 $non_clock_inputs
set_output_delay [expr $clk_period * $clk_io_pct] -clock clk0 [all_outputs]
==> impl_metrics.toml <==
# flow metrics
[sta]
fin_tns_setup_ns = 0
fin_skew_ns = 0.005149
fmax_mhz = 335.0
setup_violations = 0
hold_viol = 0
finalCritPeriodShare_pct = 59.70
slew_headroom_pct = 48.86
rsz0062_at_grt = "false"
worstMarginPinSlew_ns = 0.7643
fin_crit_ns = 2.985
drv_slew = 0

[route]
drtIter0Drc = 131
avgViaCountPerCell = 6.012
drtPass1Iterations = 20
diodes = 0
route.detailed.drc = 0
wire_per_inst_um = 15.37
via_count = 2038
wl_um = 5212
postRouteAntennaNets = 0

[yosys]
async_reset_ff_share_pct = 100.0
ys_seq_share_pct = 38.55
synth_stat.cells = 265
ys_seq_elements = 37
flop_cell = "dfrtp_1"
synth.cell_area_sq_um = 2405
postSynthCellCount = 265
synth_chip_area_sq_um = 2405
yosysWarnings = 1
synth_cell_types = 49
syn_avg_cell_area_sq_um = 9.075
edf_count = 0

[run]
maxCapViolations = 0
warnings = 30

[clock_network]
cts_max_level = 2
cts.clk_slew.worst_paths_ns = 0.08
clk_path_buf_depth = 2
cts_tree = "done"
clk_latency_ns = 0.29
postCtsSetupBuffers = 0
post_cts_resized = 0
ctsHoldBuffers = 0
clock-sinks = 37
tritoncts.num_buffers = 5
cts-root-buf = "clkbuf_8"

[power_and_ir_drop]
power_density_nw_per_um2 = 240.8
totalPowerFinal_uw = 657.7
p_leak_uw = 0.001249
ir_drop_uv = 166.2

[global_route]
grt_max_degree = 38
grt_antenna_before_repair = 0
grt_pass1_wl_um = 9059
grt_overflow_total = 0
grt_pass1_vias = 1962
track_usage_pct = 23.24

[hold_path]
hold_class = "register to register"

[floorplanning]
chipArea_sq_um = 5091
fp_util_pct = 53.75
pin_count = 20
dieWidth_um = 71.35
placementRows = 24
die_y_um = 71.35
coreArea_sq_um = 4474

[place]
hpwl_um = 3759
gp_congestion = 0.8430
port-buffer-count = 19

[finish]
drive_above_1_share_pct = 5.923
fillCellCount = 380
area_growth_pct = 13.58

[worst_setup_path]
crit_type = "register to register"
required_ns = 5.18
crit_fanout = 20
endpoint_kind = "register"
cp-start-kind = "register"
cp.arrival_ns = 3.16

[run_status]
status = "completed"
cells by family (layout without fill, tap and decap cells):
family          Yosys count  count (layout)  synth area share (%)
simple gates            107             107                 23.00
xor+xnor                 14              14                 5.099
buf+inv                  14              36                 2.394
compound gates           75              75                 21.28
fa+ha+maj                18              18                 9.677
flops                    37              37                 38.55
cell usage after synthesis (all sizes together) (2+ instances only):
cell type,number,area share [%]
nand3,15,3.1
nand2,24,3.7
a211oi,2,0.62
a21o,7,2.2
nor4,7,2.1
xnor2,8,2.9
or3,2,0.52
and3,9,2.3
clkbuf,3,0.47
a31o,2,0.73
o21bai,2,0.62
o21ai,22,4.6
xor2,6,2.2
nor3,9,1.9
nor2,18,2.8
buf,4,0.83
or2,2,0.52
and2,4,1.0
a21oi,13,2.9
dfrtp,36,37
nand4,9,2.3
inv,7,1.1
o31ai,9,2.8
a22o,8,2.9
ha,17,8.8
layout make-up:
| type | count | area [sq um] | share of cell area [%] |
|---|---|---|---|
| sequential | 37 | 927.1 | 33.94 |
| clock inverter | 2 | 15.01 | 0.5497 |
| timing repair buffer | 21 | 205.2 | 7.513 |
| multi-input combinational | 214 | 1420 | 51.99 |
| clock buffer | 6 | 72.57 | 2.657 |
| tap | 52 | 65.06 | 2.382 |
| inverter | 7 | 26.28 | 0.9620 |
cells in the final DEF (no fill, tap or decap), types with 6 or more instances in the layout:
cell and n:
dfrtp_1 36, nand2_1 24, clkdlybuf4s50_1 19, nor2_1 18, ha_1 17, nand3_1 15
a21oi_1 12, o21ai_0 11, o21ai_1 11, nand4_1 9, nor3_1 9, and3_1 9
o31ai_1 9, a22o_1 8, xnor2_1 8, inv_1 7, a21o_1 7, nor4_1 6
xor2_1 6
state kept, by name, indices dropped and copies added (netlist names):
register       flops
counter           16
state              5
current_scale     16
per-stage QoR:
stage          cells  worst slack [ns]  util [%]  hold WS, ns  area [sq um]
6_report         339             2.015     61.05       0.4841          2731
5_1_grt          339             1.883     61.05       0.5077          2731
4_1_cts          339             2.023     61.05       0.4890          2731
3_5_place_dp     331             1.826     59.09       0.4740          2644
3_3_place_gp     331             1.861     59.09       0.4732          2644
2_1_floorplan    265             2.067         -       0.4473          2405
worst max-delay path, cell delays in order, from the launching register on:
cell and delay (ns):
dfrtp_1 0.46, or2_2 0.50, ha_1 0.40, a211o_1 0.31, o221ai_2 0.18, nand3_1 0.11, a41o_1 0.29, a21o_1 0.21
a21oi_2 0.15, xnor2_1 0.07, a22o_1 0.19
power by group:
part | switching [uW] | internal, uW
registers | 15.5 | 309
clock network | 106 | 98.1
logic | 71.6 | 58.1
final timing paths:
path	to	slack, ns	startpoint	depth (start not counted)
min	counter[2]	0.48	counter[2]	1
min in group asynchronous	state[1]	1.12	rst	3
max	current_scale[13]	2.02	state[2]	10
min reg2reg	counter[2]	0.48	counter[2]	1
max in group asynchronous	state[0]	3.54	rst	3
max reg2reg	current_scale[13]	2.02	state[2]	10
layer usage:
metal	track usage (%)	share of wire, %
met1	37.10	49
met2	35.24	45
met3	5.278	5.2
met4	2.222	0.48
met5	0	0
Power figures rest on the tool's default switching activity, not on a simulated workload.
