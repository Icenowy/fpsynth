## flow/config.mk

```make
export PLATFORM = sky130hd
export DESIGN_NAME = phase_gen
export DESIGN_NICKNAME = phase_gen
export VERILOG_FILES = /design/flow/design.v
export SDC_FILE = /design/flow/constraint.sdc
export NUM_CORES = 4
export LEC_CHECK = 1
export CORE_UTILIZATION = 50
```

## flow/design.v

```verilog
module phase_gen(
	input clk48m,
	input rst,
	input [15:0]phase_divider,
	output [9:0]phase
);
reg [12:0]divider_latched;
reg [3:0]subdivider_latched;
reg [11:0]counter;
reg [3:0]subclk_accumulator;
reg subclk_accumulated;
reg [9:0]current_phase;
wire [4:0]next_subclk_accumulator = subclk_accumulator + subdivider_latched;
always @(posedge clk48m or posedge rst) begin
	if (rst) begin
		current_phase <= 0;
		divider_latched <= 0;
		subdivider_latched <= 0;
		counter <= 0;
		subclk_accumulator <= 0;
		subclk_accumulated <= 0;
	end else begin
		if (phase_divider == 0) begin
			current_phase <= 0;
			divider_latched <= 0;
			subdivider_latched <= 0;
			counter <= 0;
			subclk_accumulator <= 0;
			subclk_accumulated <= 0;
		end else if (counter >= divider_latched) begin
			if (~subclk_accumulated) begin
				divider_latched <= phase_divider[15:4];
				subdivider_latched <= phase_divider[3:0];
				subclk_accumulated <= next_subclk_accumulator[4];
				subclk_accumulator <= next_subclk_accumulator[3:0];
				counter <= 0;
				current_phase <= current_phase + 1;
			end else begin
				subclk_accumulated <= 0;
			end
		end else begin
			counter <= counter + 1;
		end
	end
end
assign phase = current_phase;
endmodule
```

## flow/constraint.sdc

```tcl
current_design phase_gen

set clk_period 7.2
set clk_io_pct 0.2

create_clock -name clk0 -period $clk_period [get_ports {clk48m}]

set non_clock_inputs [all_inputs -no_clocks]
set_input_delay [expr $clk_period * $clk_io_pct] -clock clk0 $non_clock_inputs
set_output_delay [expr $clk_period * $clk_io_pct] -clock clk0 [all_outputs]
```

## flow/run.sh

```bash
#!/bin/bash
# OpenROAD 26Q1-2900-gdf79404cd8, Yosys 0.63+post, stock flow scripts
make -C /OpenROAD-flow-scripts/flow DESIGN_CONFIG=/design/flow/config.mk WORK_HOME=/design/flow/orfs finish
```

==> impl_metrics.py <==
# Flow results
metrics = {
    "floorplan": {
        "fp.dieW_um": 73.2,
        "fp-utilization": 0.529,
        "die.size.y_um": 73.2,
        "ioPinCount": 28,
        "core_area_mm2": 0.00479,
        "num_rows": 25,
        "chip_area_mm2": 0.00535,
    },
    "detailed_routing": {
        "routedWlPerCell_um": 13.9,
        "vias": 1904,
        "drc": 0,
        "first_pass_iters": 4,
        "routed_wl_mm": 4.89,
        "vias_per_cell": 5.42,
        "first_iter_violations": 70,
        "antenna_cells": 0,
        "ant_nets": 0,
    },
    "setup_path": {
        "critPathMaxFanout": 16,
        "cp-start-kind": "input pin",
        "slowest_delay_ns": 0.44,
        "cp_cell_sequence": "clkdlybuf4s50_1, nor4_1, and4_1, a211oi_1, a21bo_2, nor3b_1, a211o_1",
        "critPathSlowestCell": "clkdlybuf4s50_1",
        "path_class": "in2reg",
        "arrival_ns": 3.38,
        "cp-end-kind": "register",
        "required_ns": 7.38,
        "r2r-start": "counter[10]",
        "crit_start": "phase_divider[13]",
    },
    "clocking": {
        "clock_sinks": 43,
        "clock-root-buffer": "clkbuf_8",
        "ctsHoldBuffers": 0,
        "cts_setup_buffers": 0,
        "cts_buffers": 5,
        "clk_pin_slew_worst_paths_ns": 0.08,
        "clock_latency_ns": 0.29,
        "cts_buffer_depth": 2,
        "cts_resized": 0,
        "htreeDepth": 2,
        "cts_tree": "built",
    },
    "timing": {
        "setup_violations": 0,
        "rsz0062_at_grt": "false",
        "finalCritPeriodShare": 0.445,
        "skew_ns": 0.0105,
        "slew_viol_final": 0,
        "hold_violations": 0,
        "relSlewSlack": 0.625,
        "layout_min_cycle_time_ns": 3.20,
        "setup_tns_ns": 0,
        "fmax_mhz": 312,
        "tightestPinTransition_ns": 0.562,
    },
    "power": {
        "cellPowerDensity_mw_per_mm2": 377,
        "ir_drop_uv": 202,
        "leakagePower_nw": 1.47,
    },
    "grt": {
        "grt_usage": 0.218,
        "grt_start_max_net_pins": 44,
        "grt_pass1_vias": 1838,
        "grt_pass1_wl_mm": 8.60,
        "antenna_found_initial": 0,
        "grt_overflow": 0,
    },
    "yosys": {
        "synth_cell_types": 46,
        "area_leaders": "dfrtp_1 42%, ha_1 8.9%, mux2i_1 7.9%, nor2_1 3.7%, inv_1 3.4%",
        "yosysSeqAreaShare": 0.425,
        "edf_count": 0,
        "synth_chip_area_mm2": 0.00253,
        "synthesis.area_mm2": 0.00253,
        "async_flop_share": 1.00,
        "synth_warnings": 1,
        "synth.avg_cell_area_um2": 9.93,
        "ys_ff": 43,
        "top_cell_area_share": 0.425,
        "ys.flop_type": "dfrtp_1",
        "netlist_instances": 255,
        "yosysCellCount": 255,
        "top_area_cell": "dfrtp_1",
    },
    "final_layout": {
        "drive_gt1_frac": 0.0739,
        "areaGrowthSynthToFinish_pct": 16.2,
        "postLayoutCellArea_mm2": 0.00294,
    },
    "job": {
        "max_cap_violations": 0,
        "tool_warnings": 26,
    },
    "place": {
        "placed_area_mm2": 0.00286,
        "io_buffers": 27,
        "gp_congestion": 0.784,
        "hpwl_mm": 3.60,
    },
    "min_path": {
        "hp-class": "reg2reg",
        "min_from": "divider_latched[8]",
    },
    "outcome": {
        "status": "completed",
    },
}
-- placed cells by master (no fill, tap or decap), drive strengths merged, types with 3 or more instances in the layout --
cell           count
dfrtp             43
clkdlybuf4s50     27
nor2              25
inv               22
mux2i             20
ha                18
nand2             15
a21oi             13
or3               13
nand3             12
o21ai              8
nor4               7
clkbuf             6
o221ai             6
a21o               5
and3               5
or2                4
nand4              3
xor2               3
buf                3
-- synth_stat cells, drive strengths merged, types with 3 or more instances --
library cell  count
xor2              3
o21ai             8
nand2            15
nand3            12
buf               4
ha               18
nor4              7
a21o              5
mux2i            20
clkbuf            4
nor2             25
inv              23
nand4             3
o221ai            6
a21oi            13
dfrtp            43
or2               4
and3              5
or3              13
-- critical path: cells and delay by family --
| kind | cells | cell delay [ns] |
|---|---|---|
| buffers and inverters | 1 | 0.44 |
| AND/OR/NAND/NOR | 3 | 0.80 |
| AND-OR/OR-AND | 3 | 0.69 |
-- sequential cells by signal (all words and copies together) (netlist names) --
| name | flops |
|---|---|
| counter | 12 |
| current_phase | 10 |
| divider_latched | 12 |
| subclk_accumulated | 1 |
| subclk_accumulator | 4 |
| subdivider_latched | 4 |
-- power by group --
| part | switching, mW | leakage, nW | internal (mW) | total (mW) |
|---|---|---|---|---|
| combinational | 0.233 | 0.910 | 0.258 | 0.491 |
| sequential | 0.109 | 0.509 | 0.353 | 0.463 |
| clock | 0.0789 | 0.0470 | 0.0753 | 0.154 |
-- per-layer routing --
layer,global-route usage,vias up,part of all wire
met5,0,-,0
met4,0.0196,0,0.012
met1,0.348,889,0.51
li1,-,977,-
met2,0.344,32,0.45
met3,0.0308,6,0.029
-- path summary, 6_finish.rpt --
check	endpoint	slack (ns)	cells past startpoint
min reg2reg	divider_latched[8]	0.52	1
min	divider_latched[8]	0.52	1
max in group asynchronous	subdivider_latched[0]	5.22	3
max	counter[2]	4.00	7
min in group asynchronous	counter[4]	1.59	3
max reg2reg	divider_latched[8]	4.36	8
-- area by class of cell --
type	count	area, um2
Inverter	23	86.3
Sequential cell	43	1080
Clock buffer	6	82.6
Fill cell	410	1840
Clock inverter	1	5.00
Multi-Input combinational cell	181	1320
Timing Repair Buffer	30	293
Tap cell	67	83.8
-- metrics by stage --
step | cells | hold WS (ns) | utilization | setup slack, ns | power [mW]
3_3_place_gp | 344 | 0.501 | 0.597 | 3.70 | 0.956
3_5_place_dp | 344 | 0.505 | 0.597 | 3.69 | 0.962
4_1_cts | 351 | 0.522 | 0.615 | 4.00 | 1.12
6_report | 351 | 0.520 | 0.615 | 4.00 | 1.11
5_1_grt | 351 | 0.550 | 0.615 | 3.91 | 1.22
2_1_floorplan | 255 | 0.482 | - | 4.35 | 0.805
-- cell families (layout without fill, tap and decap cells) --
family	count (synthesis)	count (layout)	synth area share
muxes	22	22	0.0909
xor gates and xnor gates	4	4	0.0138
buffers and inverters	31	60	0.0553
DFF	43	43	0.425
AOI/OAI and AO/OA	44	44	0.131
adders and majority gates	19	19	0.0968
and+or+nand+nor	92	92	0.187
Power is estimated from default activity; no workload was simulated.
